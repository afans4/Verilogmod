$ cat design/flow/constraint.sdc
current_design sec_min

set clk_period 5.5
set clk_io_pct 0.2

create_clock -name clk0 -period $clk_period [get_ports {clk}]

set non_clock_inputs [all_inputs -no_clocks]
set_input_delay [expr $clk_period * $clk_io_pct] -clock clk0 $non_clock_inputs
set_output_delay [expr $clk_period * $clk_io_pct] -clock clk0 [all_outputs]
$ cat design/flow/run.sh
#!/bin/bash
# OpenROAD 26Q1-2900-gdf79404cd8, Yosys 0.63+post, stock flow scripts
make -C /OpenROAD-flow-scripts/flow DESIGN_CONFIG=/design/flow/config.mk WORK_HOME=/design/flow/orfs finish
$ cat design/flow/design.v
interface my_if(input clk, input rst_n);
	logic  		x_re;
	logic		x_im;
	logic		en;
	logic		[31:0] y_IM;
	logic		[31:0] y_RE;
	logic		valid;
endinterface
module sec_min (
    input clk,  
    input rst_n,  
    input [9:0] din,  
    input din_vld,  
    output [9:0]  dout,  
    output [8:0]  cnt  
);
    reg [9:0] secmin,min ;
    reg [8:0] cnt_temp;
    wire min_c,secmin_c,cnt_ad;
    assign min_c = (din < min);
    assign secmin_c = (din > min) & (din <secmin);
    assign cnt_ad = din == secmin;
    always @(posedge clk or negedge rst_n) begin
        if (!rst_n) begin
            secmin <= 10'b11_1111_1111;
            min <= 10'b11_1111_1111;
            cnt_temp <= 0;
        end else if(din_vld) begin
            if (min_c) begin
                min <= din;
                secmin <= min;
                cnt_temp <= 1;
            end else if(secmin_c) begin
                secmin <= din;
                cnt_temp <= 1;
            end else begin
                cnt_temp <= cnt_ad ? cnt_temp + 1 : cnt_temp;
            end
        end else begin
            min <= min;
            secmin <= secmin;
            cnt_temp <= cnt_temp;
        end       
    end
    reg [1:0] init_cnt;
    always @(posedge clk or negedge rst_n) begin
        if (!rst_n) begin
            init_cnt <= 0;
        end else begin
            init_cnt <= (init_cnt == 2) ? init_cnt :init_cnt + 1;
        end
    end
    assign dout = (init_cnt >= 2)? secmin : 10'bz;
    assign cnt = cnt_temp;
endmodule  
$ cat design/flow/config.mk
export PLATFORM = sky130hd
export DESIGN_NAME = sec_min
export DESIGN_NICKNAME = sec_min
export VERILOG_FILES = /design/flow/design.v
export SDC_FILE = /design/flow/constraint.sdc
export NUM_CORES = 4
export LEC_CHECK = 1
export CORE_AREA = 10 10 111 111
export DIE_AREA = 0 0 121 121
==> Slide: Implementation Results <==
Physical Implementation Snapshot

Status
  • Outcome: finished, final reports clean

Yosys
  • Ys flops: 29
  • Seq/Total Area, Yosys: 38.4%
  • Cell Area, Synth: 0.00196 mm2
  • Top cell area share: 26.9%
  • Yosys top cell by area: dfstp_2
  • Syn avg cell area: between 10 and 15 um2
  • Cell count listed in synth_stat.txt: 185
  • Yosys warnings: 2
  • Cell Type Count: 36
  • YS chip area: 0.00196 mm2
  • Dominant cells by area after synthesis: dfstp_2, ha_1, dfrtp_1
  • Mapped Cells: 185

Global routing
  • Total global-route track usage: 6.09%
  • Initial antenna violation count: 0
  • Largest net degree at the start of global routing: 30
  • Vias in the first global route: 1382
  • First-pass GRT wire length: 7200 um
  • GRT Residual Overflow: 0

Setup path
  • CP delay by family, top: AND-OR/OR-AND gates
  • Crit path arrival time: 3.66 ns
  • CP Cell Sequence: clkdlybuf4s50_1 -> ha_1 -> nand4_1 -> a211oi_1 -> a211o_1 -> o211ai_1 -> mux2_2
  • Critical path's slowest cell: a211o_1
  • Crit path buffers/inverters: 1
  • Worst endpoint required time: ~5.7 ns
  • CP max stage delay: 0.67 ns
  • Worst Setup End Kind: flip-flop
  • Setup CP Type: in -> reg
  • CP startpoint kind: input port
  • Critical-path maximum fanout: 16

Min path
  • Hold WC Path Type: reg -> reg

Run
  • Log Warnings: 25
  • Max-Cap Viols: 0

Clocking
  • Total clock sinks: 29
  • Clk root buf: clkbuf_8
  • Hold Buf Count CTS: 0
  • CTS H-tree lvls: 2
  • CTS tree: yes
  • Post-CTS Setup Bufs: 0
  • Resized Gates After CTS: 0
  • Clock slew at reported path FFs: 0.06 ns
  • Max Root-Sink Buffers: 2
  • Clock buffer count from CTS: 5
  • Latency at later pin: 0.28 ns

Timing
  • Final setup violation count: 0
  • Tmin final: 3.49 ns
  • Least-Margin Pin Slew: around 0.79 ns
  • F_max: 287 MHz
  • Setup TNS: 0 ns
  • Fin. max-slew vios: 0
  • Final worst slack: ~2.0 ns
  • Cycle use final: a little under two thirds
  • Unrepaired setup endpoints after global routing: false
  • Clk_skew: 0.00299 ns
  • Final hold vios: 0
  • Max-Slew Margin vs Limit: 47.4%

Floorplan
  • Floorplan core density: just under 20%
  • Row count: 36
  • Die H: 121 um
  • Core Footprint: 0.00986 mm2
  • Die W: about 120 um
  • I/O pin count: 32
  • Die area: 0.0146 mm2

Power and ir drop
  • Worst vdd ir: 0.106 mV
  • Pwr Density: 450 mW/mm2
  • P_leak: roughly 0.0011 uW

Route
  • Drt pass-1 iters: 4
  • Via count: about 1500
  • Remaining DRCs: 0
  • DRT antenna net count: 0
  • Via density: around 4.2
  • # diodes: 0
  • Number of DRC markers in iteration 0: 56
  • WL/cell: 12.6 um
  • Overall routed net length: roughly 4400 um

Cells and area
  • Layout area overhead: 26.5%
  • Share of layout cells above drive strength 1: 19.6%
  • Fin util: 25.1%

Placement
  • Number of I/O port buffers: 31
  • Worst slack, placed: approximately 1.7 ns
  • GPL Wtd Cong: 0.828
  • Post-DP HPWL: between 3000 and 4000 um
-- registers in the layout, summed over array words and instances, names as in the netlist --
name,flops
cnt_temp,9
min,10
secmin,10
-- layout by cell type (no fill, tap or decap), types with 3 or more instances in the layout --
cell and n:
a21oi_1 7, and3_1 6, and4_1 3, clkbuf_8 5, clkdlybuf4s50_1 31, dfrtp_1 9, dfstp_2 20, ha_1 21
inv_1 27, mux2_2 10, mux2i_1 18, nand2_1 7, nand3_1 5, nor3_1 4, o211ai_1 3, o21ai_0 10
o221ai_1 5, o22ai_1 3
-- cells in the mapped netlist --
library cell  instances
or3_1                 1
and2_1                1
mux2i_1              18
nand2b_1              1
o21bai_1              1
mux2_2               10
buf_1                 1
o221ai_1              5
o21ai_0              10
o21a_1                2
xor2_1                2
a2111o_1              1
buf_6                 3
dfrtp_1               9
a21o_1                2
mux2_4                2
and4_1                3
o211ai_1              3
nand4b_2              1
nand2_1               7
ha_1                 21
clkbuf_1              1
buf_4                 1
nor2b_1               1
nand3_1               5
a211o_1               1
nor3_1                4
nand4_1               2
inv_1                27
a21oi_1               7
a211oi_2              1
o21ai_4               1
a211oi_1              1
o22ai_1               3
and3_1                6
dfstp_2              20
-- cell families after synthesis --
group                      Yosys count  share of synthesized area [%]
xor gates and xnor gates             2                          0.896
and+or+nand+nor                     32                           9.60
muxes                               30                           16.5
adders and majority gates           21                           13.4
AOI/OAI and AO/OA                   38                           13.5
DFF                                 29                           38.4
buffers and inverters               33                           7.68
-- final cells by class --
| class | count | area [um2] |
|---|---|---|
| clock buffers | 6 | 72.6 |
| fillers | 1029 | 7390 |
| flip-flops and latches | 29 | 751 |
| multi-input cells | 123 | 1050 |
| well taps | 133 | 166 |
| inverters | 27 | 101 |
| repair buffers | 32 | 318 |
| clock inverters | 2 | 10.0 |
-- tightest hold or removal path: cells and delay by family, from the launching register on --
kind,cells,cell delay [ns]
and+or+nand+nor,1,0.04
AOI/OAI and AO/OA,1,0.07
DFF,1,0.37
-- routing by layer --
| layer | up-vias | routed length [um] | GRT usage (%) |
|---|---|---|---|
| met1 | 689 | 2070 | 8.13 |
| met2 | 32 | 1990 | 9.46 |
| met3 | 5 | 325 | 2.22 |
| li1 | 735 | - | - |
| met4 | 0 | 64 | 0.905 |
| met5 | - | 0 | 0 |
-- worst paths after layout --
check	cells after the start	slack, ns	from	to
worst min register to register	2	0.50	min[0]$_DFFE_PN1P_	min[0]$_DFFE_PN1P_
min in group asynchronous	2	1.22	rst_n	cnt_temp[2]$_DFFE_PN0P_
worst min-delay path	2	0.50	min[0]$_DFFE_PN1P_	min[0]$_DFFE_PN1P_
max in group asynchronous	2	3.96	rst_n	min[1]$_DFFE_PN1P_
worst max register to register	7	2.76	min[5]$_DFFE_PN1P_	cnt_temp[0]$_DFFE_PN0P_
worst max-delay path	7	2.01	din[5]	cnt_temp[0]$_DFFE_PN0P_
-- per-stage QoR --
step                instances  instance area, um2  hold WS [ns]  power (uW)
finish                    352                2470         0.498        1110
global route              352                2470         0.529        1220
global placement          344                2390         0.483         952
detailed placement        344                2390         0.490         957
floorplan                 185                1960         0.460         788
CTS                       352                2470         0.500        1130
-- power by group --
part,switching [uW],total [uW],internal [uW]
Clock,80.1,168,87.4
Combinational,263,550,287
Sequential,48.5,396,347
No activity file was given, so power comes from the tool's default toggle rates.
